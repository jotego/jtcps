--- ./design.v ---
module jtcps1_colmix(
    input              rst,
    input              clk,
    input              pxl_cen,
    input   [ 3:0]     gfx_en,
    input   [10:0]     scr1_pxl,
    input   [10:0]     scr2_pxl,
    input   [10:0]     scr3_pxl,
    input   [ 6:0]     star0_pxl,
    input   [ 6:0]     star1_pxl,
    input   [ 8:0]     obj_pxl,
    input   [15:0]     layer_ctrl,
    input   [ 3:1]     scrdma_en,
    input   [ 7:0]     layer_mask0,  
    input   [ 7:0]     layer_mask1,
    input   [ 7:0]     layer_mask2,
    input   [ 7:0]     layer_mask3,
    input   [ 7:0]     layer_mask4,
    input   [15:0]     prio0,
    input   [15:0]     prio1,
    input   [15:0]     prio2,
    input   [15:0]     prio3,
    output reg [ 1:0]  star_en,
    output reg [11:0]  pxl
);
localparam [2:0] OBJ=3'b0, SCR1=3'b1, SCR2=3'd2, SCR3=3'd3, STA0=3'd4, STA1=3'd5;
function [13:0] layer_mux;
    input [ 8:0] obj;
    input [10:0] scr1;
    input [10:0] scr2;
    input [10:0] scr3;
    input [ 1:0] sel;
    layer_mux =  sel==2'b00 ? {      2'b00,  OBJ, obj }   :
                (sel==2'b01 ? { scr1[10:9], SCR1, scr1[8:0]}   :
                (sel==2'b10 ? { scr2[10:9], SCR2, scr2[8:0]}   :
                (sel==2'b11 ? { scr3[10:9], SCR3, scr3[8:0]}   : 14'h1fff )));
endfunction
(*keep*) wire [4:0] lyren = {
    |(layer_mask4[5:0] & layer_ctrl[5:0]),  
    |(layer_mask3[5:0] & layer_ctrl[5:0]),  
    |(layer_mask2[5:0] & layer_ctrl[5:0]),
    |(layer_mask1[5:0] & layer_ctrl[5:0]),
    |(layer_mask0[5:0] & layer_ctrl[5:0])
};
always @(posedge clk) star_en <= lyren[4:3];
wire [ 8:0] obj_mask  = { obj_pxl[8:4],   obj_pxl[3:0]  | {4{~gfx_en[3]}} };
wire [10:0] scr1_mask = { scr1_pxl[10:4], scr1_pxl[3:0] | {4{~(lyren[0]& scrdma_en[1] & gfx_en[0])}} };
wire [10:0] scr2_mask = { scr2_pxl[10:4], scr2_pxl[3:0] | {4{~(lyren[1]& scrdma_en[2] & gfx_en[1])}} };
wire [10:0] scr3_mask = { scr3_pxl[10:4], scr3_pxl[3:0] | {4{~(lyren[2]& scrdma_en[3] & gfx_en[2])}} };
wire [ 6:0] sta0_mask = { star0_pxl[6:4], star0_pxl[3:0] | {4{~lyren[3]}} };
wire [ 6:0] sta1_mask = { star1_pxl[6:4], star1_pxl[3:0] | {4{~lyren[4]}} };
localparam QW = 14*5;
reg [13:0] lyr5, lyr4, lyr3, lyr2, lyr1, lyr0;
reg [QW-1:0] lyr_queue;
reg [11:0] pre_pxl;
reg [ 1:0] group;
always @(posedge clk) if(pxl_cen) begin
    lyr5 <= { 2'b00, STA1, 2'b0, sta1_mask };
    lyr4 <= { 2'b00, STA0, 2'b0, sta0_mask };
    lyr3 <= layer_mux( obj_mask, scr1_mask, scr2_mask, scr3_mask, layer_ctrl[ 7: 6] );
    lyr2 <= layer_mux( obj_mask, scr1_mask, scr2_mask, scr3_mask, layer_ctrl[ 9: 8] );
    lyr1 <= layer_mux( obj_mask, scr1_mask, scr2_mask, scr3_mask, layer_ctrl[11:10] );
    lyr0 <= layer_mux( obj_mask, scr1_mask, scr2_mask, scr3_mask, layer_ctrl[13:12] );
end
reg has_priority, check_prio;
always @(*) begin
    case( group )
        2'd0: has_priority = prio0[ pre_pxl[3:0] ];
        2'd1: has_priority = prio1[ pre_pxl[3:0] ];
        2'd2: has_priority = prio2[ pre_pxl[3:0] ];
        2'd3: has_priority = prio3[ pre_pxl[3:0] ];
    endcase
end
localparam [13:0] BLANK_PXL = ~14'd0;
always @(posedge clk) begin
    if(pxl_cen) begin
        pxl               <= pre_pxl;
        {group, pre_pxl } <= lyr5;
        lyr_queue         <= { lyr0, lyr1, lyr2, lyr3, lyr4 };
        check_prio        <= 1'b0;
    end else begin
        if( (pre_pxl[3:0]==4'hf ||
            ( !(lyr_queue[11:9]==OBJ && has_priority && check_prio )
                && lyr_queue[3:0] != 4'hf ))  )
        begin
            { group, pre_pxl } <= lyr_queue[13:0];
            check_prio <= ~lyr_queue[11];  
            lyr_queue <= { BLANK_PXL, lyr_queue[QW-1:14] };
        end
        else begin
            check_prio <= 1'b0;
            lyr_queue <= { BLANK_PXL, lyr_queue[QW-1:14] };
        end
    end
end
endmodule
--- ./run.sh ---
#!/bin/bash
# OpenROAD 26Q1-2900-gdf79404cd8, Yosys 0.63+post, stock flow scripts
make -C /OpenROAD-flow-scripts/flow DESIGN_CONFIG=/design/flow/config.mk WORK_HOME=/design/flow/orfs finish
--- ./config.mk ---
export PLATFORM = sky130hd
export DESIGN_NAME = jtcps1_colmix
export DESIGN_NICKNAME = jtcps1_colmix
export VERILOG_FILES = /design/flow/design.v
export SDC_FILE = /design/flow/constraint.sdc
export NUM_CORES = 4
export LEC_CHECK = 1
export CORE_UTILIZATION = 40
--- ./constraint.sdc ---
current_design jtcps1_colmix

set clk_period 6.1
set clk_io_pct 0.2

create_clock -name clk0 -period $clk_period [get_ports {clk}]

set non_clock_inputs [all_inputs -no_clocks]
set_input_delay [expr $clk_period * $clk_io_pct] -clock clk0 $non_clock_inputs
set_output_delay [expr $clk_period * $clk_io_pct] -clock clk0 [all_outputs]
==> flow_summary.json <==
{
  "status": "completed",
  "setup_violations": 0,
  "async_reset_ff_share_pct": 0,
  "insertion_delay_ns": 0.42,
  "crit_fanout": 14,
  "slowest_stage": "mux4_2",
  "switching_share_pct": 22.3,
  "sequentialPowerShare_pct": 49.4,
  "cellInternalPower_w": 0.00216,
  "worstSetupPathType": "input port to flip-flop",
  "r2r_slack_ns": 3.54,
  "vias": 4532,
  "period_used_pct": 49.6,
  "cts_sinks": 169,
  "synthAoiAreaFrac_pct": 6.22,
  "cts_buffers": 17,
  "yosysSeqAreaShare_pct": 59.5,
  "tns_ns": 0,
  "grt_max_degree": 84,
  "ant_nets": 0,
  "max_slew_margin_pct": 43.9,
  "clock_power_share_pct": 36.5,
  "cp-end-kind": "flip-flop",
  "cts_setup_buffers": 0,
  "top_area_cell": "edfxtp_1",
  "gp_congestion": 0.896,
  "cts_tree": "built",
  "first_pass_iters": 4,
  "min_period_ns": 3.03,
  "tool_warnings": 38,
  "clock-skew-final_ns": 0.00706,
  "start_kind": "input port",
  "syn_area_per_cell_um2": 15.5,
  "dp_hpwl_um": 10400,
  "cap_violations": 0,
  "fp_util_pct": 40.8,
  "logic_family": "multiplexers",
  "leakagePower_nw": 3.52,
  "die_area_um2": 18800,
  "switchingPower_w": 0.000620,
  "syn-cell-area_um2": 7300,
  "yosys-stat-cells": 470,
  "critPathMaxStageDelay_ns": 0.46,
  "place_area_um2": 9370,
  "hold_buffers": 0,
  "clockRootBuffer": "clkbuf_16",
  "ys.flops": 169,
  "edf_count": 96,
  "synth.top_cells.by_area": "edfxtp_1 (39%), dfxtp_1 (20%), mux2_2 (12%)",
  "synth_cells": 470,
  "routed_wl_um": 14900,
  "xor_share_pct": 0,
  "comb_power_share_pct": 14.1,
  "ir_worst_vdd_mv": 0.206,
  "min_path_type": "flip-flop to flip-flop",
  "adder_share_pct": 0,
  "yosysWarnings": 1,
  "diodes": 0,
  "gr-total-overflow": 0,
  "syn2layout_area_growth_pct": 36.2,
  "tightestPinTransition_ns": 0.839,
  "fmax_ghz": 0.331,
  "clk_pin_slew_worst_paths_ns": 0.07,
  "grt_pass1_vias": 4509,
  "hold_ws_ns": 0.417,
  "die_h_um": 137,
  "top_cell_area_share_pct": 39.5,
  "clockBufferDepth": 2,
  "muxShareOfSynthArea_pct": 24.0,
  "powerDensity_nw_per_um2": 280,
  "rows": 49,
  "port_buffers": 186,
  "grt_pass1_wl_um": 22600,
  "dieWidth_um": 137,
  "design_area_um2": 9950,
  "ff_type": "edfxtp_1",
  "io_pins": 200,
  "total_power_w": 0.00278,
  "ctsResizeCount": 0,
  "drt_iter0_markers": 181,
  "yosys_area_um2": 7300,
  "antenna_found_initial": 0,
  "drive_above_1_share_pct": 24.6,
  "grt_setup_unrepaired": "no",
  "finalHoldViolCount": 0,
  "drt_drc_violations_left": 0,
  "core-area_um2": 17900,
  "worstPathRequired_ns": 6.21,
  "crit_chain": "clkdlybuf4s50_1 > mux4_2 > or3_1 > a41oi_2 > a2111oi_2 > o21bai_1 > buf_4",
  "simple_gate_area_share_pct": 7.69,
  "yosysUniqueCellTypes": 49,
  "wire_per_inst_um": 16.5,
  "post-route-util_pct": 55.6,
  "viasPerCell": 5.04,
  "grt.total_usage_pct": 16.9,
  "crit_arrival_ns": 3.13,
  "slew_violations": 0,
  "h-tree-depth": 4
}
==> metrics by stage <==
step	setup slack, ns	instances
floorplan	2.73	473
global placement	2.63	867
detailed placement	2.63	867
CTS	3.07	899
global route	3.01	899
finish	3.07	899
==> logic make-up (layout without fill, tap and decap cells) <==
kind of cell,after synthesis,count (layout)
other cells,1,4
simple gates,91,91
flops,169,169
mux,118,118
buf+inv,34,231
compound gates,57,57
==> worst max-delay path: cells and delay by family <==
family	cells	cell delay, ns
multiplexers	1	0.46
AND-OR/OR-AND	3	0.43
buffers and inverters	2	0.66
AND/OR/NAND/NOR	1	0.35
==> cell usage after synthesis (5+ instances only) <==
| master | number |
|---|---|
| mux2_2 | 75 |
| mux4_2 | 37 |
| edfxtp_1 | 96 |
| a22o_1 | 8 |
| a221oi_1 | 7 |
| nand2_1 | 6 |
| clkbuf_1 | 11 |
| o221ai_1 | 5 |
| a22oi_1 | 15 |
| nand3_1 | 7 |
| dfxtp_1 | 73 |
| nand2b_1 | 39 |
| mux2i_1 | 5 |
| o21ai_0 | 5 |
| buf_1 | 13 |
| nor2b_1 | 16 |
==> layout make-up <==
class	count	area [um^2]
Sequential cell	169	4340
Timing Repair Buffer	197	1950
Inverter	2	7.51
Clock buffer	19	475
Fill cell	1417	7950
Clock inverter	13	104
Multi-Input combinational cell	270	2790
Tap cell	229	287
==> per-layer routing <==
layer / wire, um / part of all wire, % / GRT usage, %
met1: 6170 / 41 / 24.6
met2: 7300 / 49 / 28.1
met3: 1190 / 8.0 / 4.23
met4: 210 / 1.4 / 2.14
met5: 0 / 0 / 0
==> power by group through the flow <==
stage	clock, W	combinational (W)	sequential (W)
global route	0.00109	0.000426	0.00139
finish	0.00102	0.000393	0.00137
CTS	0.00105	0.000399	0.00137
==> flip-flops by register name, summed over array words and instances, names as in the netlist, 12 cells and up <==
signal     cells
lyr_queue     70
lyr0          14
lyr1          14
lyr2          14
lyr3          14
pre_pxl       12
pxl           12
==> cells in the final DEF, fill, tap and decap left out, types with 7 or more instances in the layout <==
master,synthesis,layout
clkdlybuf4s50_1,0,185
edfxtp_1,96,96
mux2_2,75,75
dfxtp_1,73,73
nand2b_1,39,39
mux4_2,37,37
clkbuf_16,0,19
nor2b_1,16,16
a22oi_1,15,15
buf_4,0,11
a22o_1,8,8
nand3_1,7,7
a221oi_1,7,7
==> path summary, 6_finish.rpt <==
path                  from            end  cells past startpoint
setup / recovery  prio0[0]     pre_pxl[6]                      7
hold / removal     lyr0[8]  lyr_queue[64]                      1
setup reg to reg  group[0]     pre_pxl[6]                      7
hold reg to reg    lyr0[8]  lyr_queue[64]                      1
Power is estimated from default activity; no workload was simulated.
