===== flow/design.v =====
module jtcps1_mmr(
    input              rst,
    input              clk,
    input              pxl_cen,
    input              frame_start,
    input              line_inc,
    output             raster,
    input              ppu_rstn,
    input              ppu1_cs,
    input              ppu2_cs,
    input   [ 5:1]     addr,
    input   [ 1:0]     dsn,       
    input   [15:0]     cpu_dout,
    output  reg [15:0] mmr_dout,
    output reg [15:0]  ppu_ctrl,
    output reg         obj_dma_ok,
    output             cpu_speed,  
    output             charger,    
    output             kabuki_en,  
    output reg         star_bank,
    input      [ 3:0]  start_button,
    input      [ 3:0]  coin_input,
    input      [ 9:0]  joystick1,
    input      [ 9:0]  joystick2,
    input      [ 9:0]  joystick3,
    input      [ 9:0]  joystick4,
    output reg [15:0]  hpos1,
    output reg [15:0]  hpos2,
    output reg [15:0]  hpos3,
    output reg [15:0]  vpos1,
    output reg [15:0]  vpos2,
    output reg [15:0]  vpos3,
    output reg [15:0]  hstar1,
    output reg [15:0]  hstar2,
    output reg [15:0]  vstar1,
    output reg [15:0]  vstar2,
    output     [ 5:0]  game,
    output     [15:0]  bank_offset,
    output     [15:0]  bank_mask,
    output reg [15:0]  vram1_base,
    output reg [15:0]  vram2_base,
    output reg [15:0]  vram3_base,
    output reg [15:0]  vram_obj_base,
    output reg [15:0]  vram_row_base,
    output reg [15:0]  row_offset,
    output reg [15:0]  pal_base,
    output reg         pal_copy,
    input              cfg_we,
    input      [ 7:0]  cfg_data,
    output reg [15:0]  layer_ctrl,
    output reg [15:0]  prio0,
    output reg [15:0]  prio1,
    output reg [15:0]  prio2,
    output reg [15:0]  prio3,
    output reg [ 5:0]  pal_page_en,  
    output     [ 7:0]  layer_mask0,
    output     [ 7:0]  layer_mask1,
    output     [ 7:0]  layer_mask2,
    output     [ 7:0]  layer_mask3,
    output     [ 7:0]  layer_mask4
);
parameter REGSIZE=24;  
reg [8*REGSIZE-1:0] regs;
wire [5:1] addr_id,
           addr_mult1,
           addr_mult2,
           addr_rslt0,
           addr_rslt1,
           addr_layer,
           addr_prio0,
           addr_prio1,
           addr_prio2,
           addr_prio3,
           addr_pal_page,
           addr_in2,
           addr_in3;
wire [12:0] addrb = {
           addr == addr_in3 && addr_in3!=5'h0,      
           addr == addr_in2 && addr_in2!=5'h0,      
           addr == addr_pal_page, 
           addr == addr_prio3 && addr_prio3!=5'h1f,    
           addr == addr_prio2 && addr_prio2!=5'h1f,    
           addr == addr_prio1 && addr_prio1!=5'h1f,    
           addr == addr_prio0 && addr_prio0!=5'h1f,    
           addr == addr_layer,    
           addr == addr_rslt1 && addr_rslt1!=5'h1f,    
           addr == addr_rslt0 && addr_rslt0!=5'h1f,    
           addr == addr_mult2 && addr_mult2!=5'h1f,    
           addr == addr_mult1 && addr_mult1!=5'h1f,    
           addr == addr_id        
        };
wire [7:0]  cpsb_id;
reg  [15:0]  mult1, mult2;
reg  [15:0]  rslt1, rslt0;
reg  [ 7:0]  in2, in3;
reg          last_cfg_we;
wire [ 2:0]  cpsb_inputs;
always @(posedge clk) {rslt1,rslt0} <= mult1*mult2;
assign addr_id       = regs[8*0+1 +: 5];
assign cpsb_id       = regs[8*(1+1)-1:8*1];  
assign addr_mult1    = regs[8*2+1 +: 5];
assign addr_mult2    = regs[8*3+1 +: 5];
assign addr_rslt0    = regs[8*4+1 +: 5];
assign addr_rslt1    = regs[8*5+1 +: 5];
assign addr_layer    = regs[8*6+1 +: 5];
assign addr_prio0    = regs[8*7+1 +: 5];
assign addr_prio1    = regs[8*8+1 +: 5];
assign addr_prio2    = regs[8*9+1 +: 5];
assign addr_prio3    = regs[8*10+1 +: 5];
assign addr_in2      = regs[8*11+1 +: 5];
assign addr_in3      = regs[8*12+1 +: 5];
assign addr_pal_page = regs[8*13+1 +: 5];
assign layer_mask0   = regs[8*(14+1)-1:8*14];
assign layer_mask1   = regs[8*(15+1)-1:8*15];
assign layer_mask2   = regs[8*(16+1)-1:8*16];
assign layer_mask3   = regs[8*(17+1)-1:8*17];
assign layer_mask4   = layer_mask3;  
assign game         = regs[8*18 +: 6];
assign bank_offset  = { regs[8*(20+1)-1:8*20], regs[8*(19+1)-1:8*19] };
assign bank_mask    = { regs[8*(22+1)-1:8*22], regs[8*(21+1)-1:8*21] };
assign { kabuki_en  , charger  , cpsb_inputs, cpu_speed }  = regs[8*23 +: 6];
reg [15:0] pre_mux0, pre_mux1;
reg [ 1:0] sel;
always @(posedge clk) begin
    star_bank <= game==6'd14 || game==6'd15;  
end
always @(posedge clk) begin
    in3 = { start_button[3], coin_input[3], joystick4[5:0] };  
    if( cpsb_inputs[2] )
        begin  
            in2 = { 1'b1, joystick2[9:7], 1'b1, joystick1[9:7] };
        end
        else begin  
            in2 = { start_button[2], coin_input[2], joystick3[5:0] };
        end
end
always @(*) begin
    pre_mux0 = 16'hffff;
    pre_mux1 = 16'hffff;
    if( &addr ) sel=2'b00;
    else begin
        sel = { |addrb[12:6], |addrb[5:0] };
        case( addrb[5:0] )
            6'b000_001: pre_mux0 = {4'd0, cpsb_id[7:4], 4'd0, cpsb_id[3:0]};
            6'b000_010: pre_mux0 = mult1;
            6'b000_100: pre_mux0 = mult2;
            6'b001_000: pre_mux0 = rslt0;
            6'b010_000: pre_mux0 = rslt1;
            6'b100_000: pre_mux0 = layer_ctrl;
            default:;
        endcase
        case( addrb[12:6] )
            7'b0_000_001: pre_mux1 = prio0;
            7'b0_000_010: pre_mux1 = prio1;
            7'b0_000_100: pre_mux1 = prio2;
            7'b0_001_000: pre_mux1 = prio3;
            7'b0_010_000: pre_mux1 = { 10'd0, pal_page_en };
            7'b0_100_000: pre_mux1 = { in2, in2 };
            7'b1_000_000: pre_mux1 = { in3, in3 };
            default:;
        endcase
    end
end
always@(posedge clk) begin
    last_cfg_we <= cfg_we;
    if( cfg_we && !last_cfg_we ) begin  
        regs <= { cfg_data, regs[8*REGSIZE-1:8] };
    end
end
wire reg_rst;
reg  pre_copy, pre_dma_ok;
assign reg_rst = rst | ~ppu_rstn;
always @(posedge clk, posedge reg_rst) begin
    if( reg_rst ) begin
        hpos1         <= 16'd0;
        hpos2         <= 16'd0;
        hpos3         <= 16'd0;
        vpos1         <= 16'd0;
        vpos2         <= 16'd0;
        vpos3         <= 16'd0;
        hstar1        <= 16'd0;
        hstar2        <= 16'd0;
        vstar1        <= 16'd0;
        vstar2        <= 16'd0;
        vram1_base    <= 16'd0;
        vram2_base    <= 16'd0;
        vram3_base    <= 16'd0;
        vram_obj_base <= 16'd0;
        pal_base      <= 16'd0;
        row_offset    <= 16'd0;
        prio0         <= 16'h0;
        prio1         <= 16'h0;
        prio2         <= 16'h0;
        prio3         <= 16'h0;
        pal_page_en   <= 6'h3f;
        layer_ctrl    <= {2'b0,2'b11,2'b10,2'b01,2'b00,6'd0};
        ppu_ctrl      <= 16'd0;
        pal_copy      <= 1'b0;
        pre_copy      <= 1'b0;
        mmr_dout      <= 16'hffff;
        obj_dma_ok    <= 1'b0;
    end else begin
        if( !ppu1_cs && pxl_cen ) begin
            pal_copy   <= pre_copy;
            pre_copy   <= 1'b0;
            obj_dma_ok <= pre_dma_ok;
            pre_dma_ok <= 1'b0;
        end
        if( ppu1_cs && dsn==2'b00 ) begin  
            case( addr[5:1] )
                5'h00: begin
                    vram_obj_base <= cpu_dout;
                    pre_dma_ok   <= 1'b1;
                end
                5'h01: vram1_base    <= cpu_dout;
                5'h02: vram2_base    <= cpu_dout;
                5'h03: vram3_base    <= cpu_dout;
                5'h04: vram_row_base <= cpu_dout;
                5'h05: begin
                    pal_base      <= cpu_dout;
                    pre_copy      <= 1'b1;
                end
                5'h06: hpos1      <= cpu_dout;
                5'h07: vpos1      <= cpu_dout;
                5'h08: hpos2      <= cpu_dout;
                5'h09: vpos2      <= cpu_dout;
                5'h0a: hpos3      <= cpu_dout;
                5'h0b: vpos3      <= cpu_dout;
                5'h0c: hstar1     <= cpu_dout;
                5'h0d: vstar1     <= cpu_dout;
                5'h0e: hstar2     <= cpu_dout;
                5'h0f: vstar2     <= cpu_dout;
                5'h10: row_offset <= cpu_dout;
                5'h11: ppu_ctrl   <= cpu_dout;
            endcase
        end
        if( ppu2_cs ) begin
            mmr_dout <= sel[0] ? pre_mux0 : (sel[1] ? pre_mux1 : 16'hffff);
            if( addrb[ 1] && dsn==0) mult1      <= cpu_dout;
            if( addrb[ 2] && dsn==0) mult2      <= cpu_dout;
            if( addrb[ 5] && dsn==0) layer_ctrl <= cpu_dout;
            if( addrb[ 6] && dsn==0) prio0      <= cpu_dout;
            if( addrb[ 7] && dsn==0) prio1      <= cpu_dout;
            if( addrb[ 8] && dsn==0) prio2      <= cpu_dout;
            if( addrb[ 9] && dsn==0) prio3      <= cpu_dout;
            if( addrb[10] && dsn==0) pal_page_en<= cpu_dout[5:0];
        end
    end
end
assign raster = 0;
endmodule

===== flow/run.sh =====
#!/bin/bash
# OpenROAD 26Q1-2900-gdf79404cd8, Yosys 0.63+post, stock flow scripts
make -C /OpenROAD-flow-scripts/flow DESIGN_CONFIG=/design/flow/config.mk WORK_HOME=/design/flow/orfs finish

===== flow/config.mk =====
export PLATFORM = sky130hd
export DESIGN_NAME = jtcps1_mmr
export DESIGN_NICKNAME = jtcps1_mmr
export VERILOG_FILES = /design/flow/design.v
export SDC_FILE = /design/flow/constraint.sdc
export NUM_CORES = 4
export LEC_CHECK = 1
export CORE_UTILIZATION = 40

===== flow/constraint.sdc =====
current_design jtcps1_mmr

set clk_period 14.0
set clk_io_pct 0.2

create_clock -name clk0 -period $clk_period [get_ports {clk}]

set non_clock_inputs [all_inputs -no_clocks]
set_input_delay [expr $clk_period * $clk_io_pct] -clock clk0 $non_clock_inputs
set_output_delay [expr $clk_period * $clk_io_pct] -clock clk0 [all_outputs]

==> flow_summary.json <==
{
  "status": "finished, final reports clean",
  "lay_top_count": "clkdlybuf4s50_1",
  "min_path_type": "reg2reg",
  "wire_per_inst_um": 25.1,
  "drt_iter0_drc": 1120,
  "largest_register_ffs": 189,
  "ys_area_um2": 33800,
  "syn_avg_cell_area_um2": 13.3,
  "dr.pass1.iters": 6,
  "coreArea_um2": 83600,
  "fin_crit_ps": 6680,
  "synth-main-ff-cell": "dfrtp_1",
  "vias_per_cell": 5.23,
  "io_buffers": 533,
  "finalClockPeriodUsage_pct": 47.7,
  "drc_errors": 0,
  "cts_buffer_depth": 3,
  "cp.arrival_ps": 7190,
  "grt_pass1_vias": 22800,
  "top_area_share_pct": 26.0,
  "rows": 106,
  "die_y_um": 293,
  "grt_usage_pct": 26.4,
  "rsz0062_at_grt": "false",
  "die_area_um2": 85600,
  "setup_violations": 0,
  "placed_area_um2": 39900,
  "grt_first_pass_wirelength_mm": 155,
  "netlist_area_um2": 33800,
  "fin_skew_ps": 39.7,
  "stdcell_area_um2": 42500,
  "p_total_mw": 4.77,
  "worstSetupStartpointType": "flop",
  "hold_slack_ps": 390,
  "fin_cells": 4160,
  "numCtsBuffers": 74,
  "worstMarginPinSlew_ps": 1070,
  "tool_warnings": 59,
  "finalWirelength_mm": 104,
  "hold_viol": 0,
  "clock.fmax_ghz": 0.150,
  "cts_setup_buffers": 0,
  "place_hpwl_mm": 75.6,
  "grt_overflow": 0,
  "worst_ep_required_time_ps": 14510,
  "drv_slew": 0,
  "grt_max_degree": 126,
  "cts-root-buf": "clkbuf_16",
  "die_width_um": 293,
  "insertion_delay_ps": 630,
  "clk_pin_slew_ps": 60,
  "p_per_area_nw_per_um2": 112,
  "ys_ff": 665,
  "htreeDepth": 3,
  "vias": 21800,
  "fp_util_pct": 40.4,
  "top_cells_by_area": "dfrtp_1 26%, edfxtp_1 21%, mux2_2 12%",
  "layout_setup_ws_ps": 7320,
  "clock-sinks": 665,
  "placed_cells": 4022,
  "leakagePower_nw": 18.7,
  "ir_worst_vdd_mv": 0.0958,
  "place_congestion": 0.909,
  "drive_gt1_share_pct": 20.2,
  "edf_count": 238,
  "relSlewSlack_pct": 28.7,
  "cts_tree": "built",
  "ys_types": 74,
  "async_flop_share_pct": 56.7,
  "yosys-stat-cells": 2540,
  "pre_cts_ws_ps": 7310,
  "worstSetupPathType": "reg2reg",
  "post_cts_resized": 0,
  "path_max_fanout": 17,
  "critical_path.endpoint_type": "flop",
  "final_core_utilization_pct": 50.8,
  "pin_count": 563,
  "antenna_found_initial": 6,
  "cts_hold_buf": 0,
  "postSynthCellCount": 2540,
  "largest_register": "regs",
  "ys_seq_share_pct": 52.1,
  "final_cell_mix": "533 x clkdlybuf4s50_1, 366 x mux2_2, 351 x dfrtp_1",
  "fin_tns_setup_ps": 0,
  "syn2layout_area_growth_pct": 25.7,
  "maxCapViolations": 0,
  "largest_area_cell": "dfrtp_1",
  "yosys_warnings": 1,
  "postRouteAntennaNets": 0
}
## layer usage
layer | track usage (%) | share of wire [%] | up-vias
met5 | 0 | 0.055 | -
met4 | 6.78 | 3.2 | 8
met3 | 12.0 | 11 | 158
met2 | 39.7 | 47 | 790
met1 | 36.1 | 38 | 11300
li1 | - | - | 9493
## report_power, final
group          total [mW]  internal (mW)  switching [mW]
clock                1.99           1.15           0.834
combinational       0.534          0.304           0.231
sequential           2.25           2.16          0.0888
## cells by family (layout without fill, tap and decap cells)
logic type,after synthesis,count (layout),share of synthesized area [%]
AND-OR/OR-AND,176,176,4.11
XOR/XNOR,88,88,2.28
adder cells (fa/ha/maj),298,298,15.3
buffers and inverters,449,988,6.10
flip-flops,665,665,52.1
multiplexers,366,366,12.2
other,1,2,0.0111
AND/OR/NAND/NOR,497,497,7.81
## area by class of cell
cell class	count	area, µm²
diodes	1	2.50
clock buffers	110	2140
clock inverters	27	377
fillers	7010	41100
inverters	242	908
multi-input cells	1426	14100
flip-flops and latches	665	17600
well taps	1080	1350
repair buffers	609	5930
## path summary, 6_finish.rpt
path	cells past startpoint	end	slack, ps	start
min in group asynchronous	3	prio3[1]$_DFFE_PP0P_	3110	rst
max reg2reg	22	rslt1[11]$_DFF_P_	7320	mult2[4]$_DFFE_PP_
max in group asynchronous	5	vstar1[13]$_DFFE_PP0P_	9170	ppu_rstn
min reg2reg	0	regs[14]$_DFFE_PP_	390	regs[22]$_DFFE_PP_
min	0	regs[14]$_DFFE_PP_	390	regs[22]$_DFFE_PP_
max	22	rslt1[11]$_DFF_P_	7320	mult2[4]$_DFFE_PP_
## cells in the mapped netlist (21+ instances only)
| library cell | number |
|---|---|
| edfxtp_1 | 238 |
| dfrtp_1 | 351 |
| a211oi_1 | 21 |
| nand2_1 | 191 |
| inv_1 | 242 |
| a22oi_1 | 23 |
| dfxtp_1 | 50 |
| xor2_1 | 50 |
| xnor2_1 | 38 |
| dfstp_2 | 26 |
| clkbuf_1 | 99 |
| a21oi_1 | 22 |
| nor2_1 | 47 |
| mux2_2 | 366 |
| fa_1 | 194 |
| and2_1 | 125 |
| buf_4 | 83 |
| ha_1 | 104 |
## worst max-delay path: stages, from the launching register on
cell      delay (ps)
edfxtp_1         690
and2_1           320
fa_1             540
inv_1             50
fa_1             480
inv_1             50
fa_1             500
inv_1             50
fa_1             540
inv_1             50
fa_1             500
inv_1             50
fa_1             480
inv_1             50
ha_1             340
nand2_1          110
o21ai_0           80
a21oi_1          240
a21oi_1          210
a211oi_1         640
o21ai_0          190
a21oi_1          200
xnor2_1          210
